==> ./design.v <==
module dpad2(input rst,clk,btn3,[3:0]btn,output low,input Abtn,Bbtn,output [7:0]col,[7:0]row);
    assign low=0;
	reg [7:0]regs[7:0];
    reg [28:0] counter;
    reg [2:0] x,y;
    assign col=(btn3==1)?(((counter[15:13]==y)&& (counter[21]))?1<<x:0)^(regs[counter[15:13]] ):regs[counter[15:13]];
    assign row = ~(1<<counter[15:13]);
	always @(posedge counter[21]  or negedge rst)
	  if(rst==0) {regs[0],regs[1],regs[2],regs[3],regs[4],regs[5],regs[6],regs[7],x,y}=0;
	  else begin 
      if (btn3==1) begin
      case(btn)
        4'b0111: x=x+1;
        4'b1101: y=y+1;
        4'b1011: y=y-1;
        4'b1110: x=x-1;
	  endcase
      if (Abtn==0) regs[y][x]=1;
      if (Bbtn==0) regs[y][x]=0;
    end
   end
   always @(posedge clk) counter <= counter + 1;
endmodule
==> ./run.sh <==
#!/bin/bash
# OpenROAD 26Q1-2900-gdf79404cd8, Yosys 0.63+post, stock flow scripts
make -C /OpenROAD-flow-scripts/flow DESIGN_CONFIG=/design/flow/config.mk WORK_HOME=/design/flow/orfs finish
==> ./config.mk <==
export PLATFORM = sky130hd
export DESIGN_NAME = dpad2
export DESIGN_NICKNAME = dpad2
export VERILOG_FILES = /design/flow/design.v
export SDC_FILE = /design/flow/constraint.sdc
export NUM_CORES = 4
export LEC_CHECK = 1
export CORE_UTILIZATION = 40
export SYNTH_HDL_FRONTEND = slang
==> ./constraint.sdc <==
current_design dpad2

set clk_period 2.9
set clk_io_pct 0.2

create_clock -name clk0 -period $clk_period [get_ports {clk}]

set non_clock_inputs [all_inputs -no_clocks]
set_input_delay [expr $clk_period * $clk_io_pct] -clock clk0 $non_clock_inputs
set_output_delay [expr $clk_period * $clk_io_pct] -clock clk0 [all_outputs]
==> impl_metrics.yaml <==
# generated from flow reports
die:
  core-area_sq_mm: 0.0129
  num_rows: 41
  fp.dieH_um: 118
  io_pins: 26
  fp_util_pct: 41.7
  die_x_um: 118
  die_area_sq_mm: 0.0139
synth:
  top_area_cell: "dfrtp_1"
  top_cells_by_area: "dfrtp_1, dfxtp_1, mux4_2"
  syn_inst: 482
  mux_share_pct: 8.41
  netlist_area_sq_mm: 0.00537
  ys_chip_area_sq_mm: 0.00537
  synth-xor-area-share_pct: 6.53
  yosysCellCount: 482
  yosys_warnings: 0
  synth_cell_types: 53
  ys_sh_aoi_pct: 27.5
  avgSynthCellArea_sq_um: 11.1
  ys_top_logic_family: "AND-OR/OR-AND gates"
  ys_top_cells_by_count: "dfrtp_1, o22a_1, a2bb2oi_1"
  synthSimpleGateAreaFrac_pct: 10.8
  edf_count: 0
  yosysSeqAreaShare_pct: 40.8
  yosys.area_share.adder_pct: 0.699
  flop_cell: "dfrtp_1"
  synth_top_area_share_pct: 32.6
  synth_flops: 92
  synth_async_sr_flop_share_pct: 76.1
  most_common_cell: "dfrtp_1"
sta:
  hold_violations: 0
  timing.final.crit_period_ns: 2.81
  setup_slack_ns: 0.0867
  timing.final.crit_share_pct: 97.0
  drv_slew: 0
  untimed_endpoints: 70
  max_freq_ghz: 0.355
  setup_viol: 0
  unclocked_pins: 70
  slew_headroom_pct: 33.9
  tightest_slew_ns: 0.991
  grt_setup_unrepaired: "no"
  skew_ns: 0.00391
placement:
  gp_congestion: 0.841
  pre_cts_ws_ns: -0.137
  place_hpwl_um: 9480
  port-buffer-count: 24
  dp.cells: 651
  placed_area_sq_mm: 0.00574
worst_setup_path:
  worstSetupPathType: "flip-flop to output pin"
  worstPathRequired_ns: 2.32
  startpoint_type: "flip-flop"
  arrival_ns: 2.23
  endpoint_kind: "output pin"
  worst-path-max-fanout: 7
layout:
  stdcell_area_sq_mm: 0.00590
  layout-drive-gt1-share_pct: 15.3
  n_fill_cell: 1188
  syn_to_final_growth_pct: 9.93
  final_cells: 657
detailed_routing:
  vias_per_cell: 6.33
  antennaDiodeCount: 0
  vias: 4156
  ant_nets: 0
  wl_per_cell_um: 22.0
  wirelength_um: 14500
  drc_errors: 0
  drt_iter0_drc: 310
  first_pass_iters: 5
hold_path:
  holdCritPathClass: "flip-flop to flip-flop"
flow_run:
  maxCapViolations: 0
  warnings: 25
cts:
  ctsHoldBuffers: 0
  clockBufferDepth: 2
  cts.clk_slew.worst_paths_ns: 0.06
  cts_tree: "done"
  h-tree-depth: 1
  cts_root_buffer: "clkbuf_16"
  insertion_delay_ns: 0.25
  numCtsBuffers: 3
global_route:
  overflow: 0
  grt_use_total_pct: 21.8
  grt_pass1_wl_um: 23000
  antenna_found_initial: 0
  grt_pass1_vias: 4206
  grt_max_degree: 72
pwr:
  vdd_drop_max_v: 0.000320
  p_total_mw: 0.802
  powerDensity_mw_per_mm2: 136
  power_leakage_nw: 2.08
status:
  status: "finished, final reports clean"
-- logic make-up (layout without fill, tap and decap cells) --
family          after synthesis  count (layout)
compound gates              165             165
simple gates                102             102
flops                        92              92
buf+inv                      54              57
xor+xnor                     40              40
mux                          25              25
fa+ha+maj                     3               3
other cells                   1               1
-- final cells by class --
type | count | area [sq um] | area share (%)
inverters | 5 | 18.8 | 0.318
clock buffers | 3 | 75.1 | 1.27
flip-flops and latches | 92 | 2200 | 37.2
clock inverters | 1 | 30.0 | 0.509
repair buffers | 48 | 444 | 7.53
multi-input cells | 336 | 2920 | 49.5
well taps | 172 | 215 | 3.65
-- critical path, stage by stage, from the launching register on --
cell and delay, ns:
dfxtp_4 0.41, buf_12 0.15, mux4_2 0.51, mux2i_2 0.21, xor2_1 0.21, clkdlybuf4s50_1 0.49
-- final timing paths --
kind                      end  slack (ns)  depth (start not counted)         from
hold / removal     counter[0]        0.43                          1   counter[0]
setup / recovery       col[1]        0.09                          5  counter[13]
hold reg to reg    counter[0]        0.43                          1   counter[0]
setup reg to reg  counter[21]        1.05                          7  counter[14]
-- state kept, by name, indices dropped and copies added, names as in the netlist --
signal / count
x: 3
counter: 22
regs: 64
y: 3
-- cells in the final DEF (no fill, tap or decap), types with 16 or more instances in the layout --
| master | synthesis | routed |
|---|---|---|
| a221oi_1 | 20 | 20 |
| dfxtp_1 | 22 | 20 |
| a2bb2oi_1 | 33 | 33 |
| nand3_1 | 17 | 17 |
| o22a_1 | 34 | 34 |
| xnor2_1 | 25 | 25 |
| dfrtp_1 | 70 | 70 |
| a211oi_1 | 32 | 32 |
| mux4_2 | 16 | 16 |
| buf_4 | 1 | 22 |
| clkdlybuf4s50_1 | 0 | 22 |
| nand2_1 | 23 | 23 |
-- power by group --
group	leakage [nW]	switching [mW]	total, mW	internal [mW]
clock	0.0511	0.104	0.377	0.274
sequential	1.11	0	0.301	0.301
combinational	0.921	0.0906	0.124	0.0331
total	2.08	0.194	0.802	0.608
-- metal layers --
metal / global-route usage [%] / up-vias / routed length, um
li1: - / 1898 / -
met1: 32.1 / 2076 / 6560
met2: 32.1 / 156 / 6430
met3: 7.07 / 26 / 1020
met4: 5.85 / 0 / 442
met5: 0 / - / 0
-- per-stage QoR --
step / hold slack [ns] / util (%) / TNS [ns]
2_1_floorplan: 0.391 / - / 0
3_3_place_gp: 0.403 / 44.6 / -0.617
3_5_place_dp: 0.417 / 44.6 / -0.634
4_1_cts: 0.431 / 45.6 / 0
5_1_grt: 0.456 / 45.8 / 0
6_report: 0.427 / 45.8 / 0
-- timing repair --
item,4_1_cts,5_1_grt
setup endpoints to repair,7,4
endpoints found under the hold margin,0,0
resized,5,3
setup buffers,1,0
pin swaps,1,0
cloned,0,1
Power and IR drop assume default switching activity.
