## flow/config.mk

```make
export PLATFORM = sky130hd
export DESIGN_NAME = cpu
export DESIGN_NICKNAME = cpu
export VERILOG_FILES = /design/flow/design.v
export SDC_FILE = /design/flow/constraint.sdc
export NUM_CORES = 4
export LEC_CHECK = 1
export CORE_UTILIZATION = 30
export SYNTH_HDL_FRONTEND = slang
```

## flow/constraint.sdc

```tcl
current_design cpu

set clk_period 4.0
set clk_io_pct 0.2

create_clock -name clk0 -period $clk_period [get_ports {clk}]

set non_clock_inputs [all_inputs -no_clocks]
set_input_delay [expr $clk_period * $clk_io_pct] -clock clk0 $non_clock_inputs
set_output_delay [expr $clk_period * $clk_io_pct] -clock clk0 [all_outputs]
```

## flow/design.v

```verilog
module cpu(input rst,input clk,input [3:0]btn,
    output [7:0]col, output [7:0]row,
    output [5:0]leds,
    output low,low2,high,
    input Abtn,Bbtn,
    input dip,dip2
);
    assign low=0;
    assign low=2;
    assign high=1;
    wire [7:0]dout;
	reg c_flag;
	reg [7:0]regs[7:0];
    reg [7:0]ram[15:0];
    reg [28:0] counter;
    reg [2:0] i,j;
    assign leds[0]=0;
    assign leds[1]=!Bbtn;   
    assign leds[2]=!dip;
    assign leds[3]=!dip2;
    assign leds[4]=!Abtn;
    assign leds[5]=!c_flag;
    assign col=(((counter[15:13]==j)&& (counter[21]))?1<<i:0)|(regs[counter[15:13]] );
    assign row[0]=(counter[15:13]==0?0:1);
    assign row[1]=(counter[15:13]==1?0:1);
    assign row[2]=(counter[15:13]==2?0:1);
    assign row[3]=(counter[15:13]==3?0:1);
    assign row[4]=(counter[15:13]==4?0:1);
    assign row[5]=(counter[15:13]==5?0:1);
    assign row[6]=(counter[15:13]==6?0:1);
    assign row[7]=(counter[15:13]==7?0:1);
    initial begin
          regs[0]= 8'b00000001;
          regs[1]= 8'b00000010;
          regs[2]= 8'b00000100;
          regs[3]= 8'b00001000;
          regs[4]= 8'b00010000;
          regs[5]= 8'b00100000;
          regs[6]= 8'b01000000;
          regs[7]= 8'b10000000;
    end
	always @(posedge counter[21]  or negedge rst)
	  if(rst==0) {i,j,c_flag}=0;
	  else begin   
      case(btn)
        4'b0111: i=i+1;
        4'b1101: j=j+1;
        4'b1011: j=j-1;
        4'b1110: i=i-1;
	  endcase
      if (Abtn==0) regs[j][i]=1;
      if (Bbtn==0) regs[j][i]=0;
end
    always @(posedge clk) counter <= counter + 1;
endmodule
```

## flow/run.sh

```bash
#!/bin/bash
# OpenROAD 26Q1-2900-gdf79404cd8, Yosys 0.63+post, stock flow scripts
make -C /OpenROAD-flow-scripts/flow DESIGN_CONFIG=/design/flow/config.mk WORK_HOME=/design/flow/orfs finish
```

==> flow_summary.json <==
{
  "run_status": "finished, final reports clean",
  "antenna_diode_count": 0,
  "max_rail_drop_vdd_v": 0.000233,
  "timing.hold.worst_endpoint": "counter[0]",
  "synth.most_common_cell": "a21oi_1",
  "antenna_left": 0,
  "grt_max_degree": 72,
  "synthesis.instances": 464,
  "worst_hold_path.num_cells": 1,
  "timing.critical_path.from_type": "flip-flop",
  "critical_path_required_ps": 3200,
  "die_height_um": 131,
  "chipWidth_um": 131,
  "synth.top_cells.by_area": "edfxtp_1 38%, a21oi_1 13%, dfxtp_1 8.8%",
  "ys_cells": 464,
  "grt_first_pass_wirelength_mm": 18.4,
  "finalClockSkew_ps": 2.36,
  "synth_sequential_area_ratio_pct": 50.2,
  "detailed_route_via_count": 3702,
  "power-per-cell-area_mw_per_mm2": 97.4,
  "maxCapViolations": 0,
  "vias_per_cell": 5.35,
  "synth.top_cells.by_count": "129 x a21oi_1, 64 x edfxtp_1, 22 x dfxtp_1, 22 x nor2_1, 22 x xnor2_1",
  "number_of_global_route_vias_before_repair": 3461,
  "grt_util_all_layers_pct": 13.9,
  "tritoncts": "yes",
  "core-area_mm2": 0.0161,
  "crit_type": "reg -> out",
  "unrepaired_setup_endpoints_after_global_routing": "no",
  "r2r_start": "counter[13]",
  "dp_worst_setup_slack_ps": 805,
  "core.rowCount": 46,
  "clk_pin_slew_ps": 60,
  "firstDrtPassIters": 5,
  "htreeDepth": 1,
  "cts-root-buf": "clkbuf_16",
  "top_cell_area_share_pct": 38.4,
  "filler_cell_count": 1589,
  "relSlewSlack_pct": 41.1,
  "synth-edff-count": 64,
  "mi_logic_area_mm2": 0.00232,
  "post_cts.repair.setup_buffers": 0,
  "post_route_cells_drive_above_1_share_pct": 9.24,
  "hpwl_mm": 8.49,
  "netlist-cell-type-count": 53,
  "yosysWarningCount": 2,
  "route.detailed.drc": 0,
  "power.static_leakage_nw": 1.78,
  "setup.reg_to_reg.worst_slack_ps": 2210,
  "max_freq_mhz": 306,
  "syn_area_mm2": 0.00500,
  "rr_worst_depth": 5,
  "io_pins": 35,
  "worst_hold_startpoint": "counter[0]",
  "post_route_setup_tns_ps": 0,
  "final-seq-area_mm2": 0.00251,
  "detail_route.wirelength_mm": 11.6,
  "yosys.stat.chipArea_mm2": 0.00500,
  "cts_buffer_depth": 2,
  "final_period_minus_worst_setup_slack_ps": 3270,
  "worst-slew-pin-transition_ps": 880,
  "ctsResizeCount": 0,
  "arrival_ps": 2470,
  "floorplanUtilization_pct": 31.1,
  "area_delta_synth_final_pct": 11.2,
  "cts-hold-fix-buffers": 0,
  "count_of_unclocked_register_or_latch_pins": 70,
  "crit_fanout": 23,
  "worst_setup_path_end_kind": "output port",
  "io_buffers": 29,
  "chip_area_mm2": 0.0172,
  "grt_antenna_before_repair": 0,
  "avgSynthCellArea_um2": 10.8,
  "slew_violations": 0,
  "clkLatencyLatePin_ps": 250,
  "hold_class": "reg -> reg",
  "fin_crit_sh_pct": 81.7,
  "postLayoutSetupSlackWorst_ps": 730,
  "dominant_register_cell_in_the_synthesized_netlist": "edfxtp_1",
  "synthArstFlopShare_pct": 6.52,
  "synth_area_leader_cell": "edfxtp_1",
  "cts_buffers": 3,
  "dr.first_iter.drc_count": 253,
  "unconstrained_endpoints": 134,
  "synth_flop_count": 92,
  "worstReg2RegEnd": "counter[21]",
  "timing.final.setup_violations": 0,
  "hold_ws_ps": 433,
  "wl_per_cell_um": 16.8,
  "stage_log_warnings": 25,
  "finalWeightedCongestion": 0.866,
  "grt-ovfl-total": 0,
  "final_hold_viol_count": 0
}
==> cells in the final DEF (no fill, tap or decap), types with 4 or more instances in the layout <==
cell | Yosys | final
a21oi_1 | 129 | 129
a31oi_1 | 10 | 10
and3_1 | 7 | 7
buf_4 | 5 | 6
clkdlybuf4s50_1 | 0 | 28
conb_1 | 2 | 5
dfrtp_1 | 6 | 6
dfxtp_1 | 22 | 21
edfxtp_1 | 64 | 64
inv_1 | 9 | 9
mux2i_1 | 10 | 10
mux4_2 | 16 | 16
nand2_1 | 19 | 19
nand2b_1 | 4 | 4
nand3_1 | 15 | 15
nand4_1 | 7 | 7
nor2_1 | 22 | 22
o21ai_0 | 10 | 10
or3_1 | 5 | 5
xnor2_1 | 22 | 22
xor2_1 | 9 | 9
==> cell families (layout without fill, tap and decap cells) <==
group	count (synthesis)	after routing	share of synthesized area, %
multiplexers	29	29	10.1
XOR/XNOR	31	31	5.43
adder cells (fa/ha/maj)	3	3	0.751
buffers and inverters	41	50	3.63
AND/OR/NAND/NOR	97	97	10.2
AND-OR/OR-AND	169	169	19.5
other	2	5	0.150
flip-flops	92	92	50.2
==> per-stage QoR <==
stage | utilization (%) | cell area, µm² | power, mW | cells
6_report | 34.6 | 5560 | 0.542 | 692
5_1_grt | 34.6 | 5560 | 0.563 | 692
4_1_cts | 34.6 | 5560 | 0.544 | 692
3_5_place_dp | 34.1 | 5470 | 0.316 | 688
3_3_place_gp | 34.1 | 5470 | 0.316 | 688
2_1_floorplan | - | 5010 | 0.280 | 467
==> worst max-delay path by stage <==
stage | start | to | cells past startpoint
4_1_cts | counter[13] | col[6] | 5
5_1_grt | counter[13] | col[3] | 5
6_report | counter[13] | col[6] | 5
==> worst max-delay path, cell delays in order (launching register included) <==
cell,delay (ps)
dfxtp_1,520
buf_4,400
mux4_2,540
mux2i_1,150
o21ai_0,150
clkdlybuf4s50_1,450
==> report_power, final <==
group          leakage (nW)  switching (mW)  internal [mW]  total, mW
sequential            0.864               0          0.229      0.229
clock                0.0442          0.0769          0.152      0.229
combinational         0.874          0.0587         0.0247     0.0834
==> layout make-up <==
class / count / share of cell area [%]
sequential: 92 / 45.2
multi-input combinational: 334 / 41.7
timing repair buffer: 35 / 5.94
tap: 216 / 4.86
clock buffer: 4 / 1.60
inverter: 11 / 0.742
==> registers in the layout, indices dropped and copies added, names as in the netlist <==
register,count
regs,64
counter,22
i,3
j,3
==> layer usage <==
layer	wire, µm	up-vias	global-route usage [%]
met5	0	-	0
met4	212	0	2.22
met3	1270	14	5.70
met2	5050	181	19.9
met1	5080	1737	20.9
li1	-	1770	-
Power figures rest on the tool's default switching activity, not on a simulated workload.
